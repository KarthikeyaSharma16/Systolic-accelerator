$ cat flow/design.v
`timescale 1ns/1ps
module fp_mult (
    input logic clk,
    input logic rst,
    input logic en,
    input logic [31:0] a,
    input logic [31:0] b,
    output logic [31:0] result,  
    output logic ready
);
    logic [2:0] counter;
    logic sign_a_s1, sign_b_s1;
    logic [7:0] exp_a_s1, exp_b_s1;
    logic [23:0] mantissa_a_s1, mantissa_b_s1;
    logic [47:0] mantissa_r_s2;
    logic [7:0] exp_r_s2;
    logic sign_s2;
    logic [23:0] mantissa_r_s3;
    logic [7:0] exp_r_s3;
    logic sign_s3;
    always@(posedge clk or negedge rst) begin
        if (!rst) begin
            sign_a_s1 <= 0;
            sign_b_s1 <= 0;
            exp_a_s1 <= 8'b0;
            exp_b_s1 <= 8'b0;
            mantissa_a_s1 <= 24'b0;
            mantissa_b_s1 <= 24'b0;
            counter <= 0;
        end
        else begin
            if (en) begin
                sign_a_s1 <= a[31];
                sign_b_s1 <= b[31];
                exp_a_s1 <= a[30:23];
                exp_b_s1 <= b[30:23];
                mantissa_a_s1 <= {1'b1, a[22:0]};
                mantissa_b_s1 <= {1'b1, b[22:0]};
            end
            if (counter <= 3'b011) begin
                counter <= counter + 1;
            end 
            else begin
                counter <= 0;
            end
        end
    end
    always@(posedge clk or negedge rst) begin
        if (!rst) begin
            mantissa_r_s2 <= 48'b0;
            exp_r_s2 <= 8'b0;
            sign_s2 <= 0;
        end
        else begin
            if ((exp_a_s1 == 8'b0 && mantissa_a_s1[22:0] == 23'b0) || exp_b_s1 == 8'b0 && mantissa_b_s1[22:0] == 23'b0) begin
                mantissa_r_s2 <= 0;
                exp_r_s2 <= 0;
                sign_s2 <= 0; 
            end
            else begin
                mantissa_r_s2 <= mantissa_a_s1 * mantissa_b_s1;
                exp_r_s2 <= exp_a_s1 + exp_b_s1 - 127;
                sign_s2 <= sign_a_s1 ^ sign_b_s1;
            end
        end
    end
    always @(posedge clk or negedge rst) begin
        if (!rst) begin
            mantissa_r_s3 <= 0;
            exp_r_s3 <= 0;
            sign_s3 <= 0;
        end
        else begin
            if (mantissa_r_s2[47] == 1'b1) begin
                mantissa_r_s3 <= mantissa_r_s2[46:24];
                exp_r_s3 <= exp_r_s2 + 1;
                sign_s3 <= sign_s2;
            end
            else begin
                mantissa_r_s3 <= mantissa_r_s2[45:23];
                exp_r_s3 <= exp_r_s2;
                sign_s3 <= sign_s2;
            end
        end
    end
    always @(posedge clk or negedge rst) begin
        if (!rst) begin
            result <= 32'b0;
            ready <= 1;
        end
        else begin
            if (counter == 3'b011) begin
                if (exp_r_s3 >= 8'hFF) begin
                    result <= {sign_s3, 8'hFF, 23'b0};
                    ready <= 1;
                end
                else if (exp_r_s3 <= 8'h00) begin
                    result <= {sign_s3, 8'h00, 23'b0};
                    ready <= 1;
                end
                else begin
                    result <= {sign_s3, exp_r_s3[7:0], mantissa_r_s3[22:0]};
                    ready <= 1;
                end    
            end
            else begin
               ready <= 0; 
            end
        end
    end
endmodule
$ cat flow/run.sh
#!/bin/bash
# OpenROAD 26Q1-2900-gdf79404cd8, Yosys 0.63+post, stock flow scripts
make -C /OpenROAD-flow-scripts/flow DESIGN_CONFIG=/design/flow/config.mk WORK_HOME=/design/flow/orfs finish
$ cat flow/config.mk
export PLATFORM = sky130hd
export DESIGN_NAME = fp_mult
export DESIGN_NICKNAME = fp_mult
export VERILOG_FILES = /design/flow/design.v
export SDC_FILE = /design/flow/constraint.sdc
export NUM_CORES = 4
export LEC_CHECK = 1
export CORE_UTILIZATION = 40
$ cat flow/constraint.sdc
current_design fp_mult

set clk_period 13.0
set clk_io_pct 0.2

create_clock -name clk0 -period $clk_period [get_ports {clk}]

set non_clock_inputs [all_inputs -no_clocks]
set_input_delay [expr $clk_period * $clk_io_pct] -clock clk0 $non_clock_inputs
set_output_delay [expr $clk_period * $clk_io_pct] -clock clk0 [all_outputs]
==> results.ini <==
[run_status]
status=complete, no violations

[route]
wl_um=64500
drtIter0Drc=635
met2_length_um=31600
wl_per_cell_um=18.3
viasPerCell=5.00
dr_wl_met3_um=5950
vias=17662
firstDrtPassIters=5
wl_met1_um=25600
ant_nets=0
highest_layer=met5
insertedDiodeCount=0
drcViolationCount=0

[final_layout]
flop_area_sq_um=4180
logic_area_sq_um=18400
layout_top_cell=inv_1
finalNonFillerCells=3530
final_design_area_no_fill_sq_um=27800
area_growth_pct=10.0
drive_gt1_share_pct=7.28
num-fill-cells=5677
final_cell_mix=inv_1 (593), fa_1 (482), nand2_1 (357), and2_1 (279), ha_1 (186)

[sta]
setup_viol=0
slew_violations=0
fin_ws_ns=5.95
hold_slack_ns=0.353
relSlewSlack_pct=45.0
fin_skew_ns=0.00909
tightest_slew_ns=0.825
fin_crit_ns=7.05
fin_tns_setup_ns=0
hold_viol_final=0
fmaxAchievable_ghz=0.142
rsz0062_at_grt=no
period_used_pct=54.2

[flow_run]
warning_count=25
drv_cap=0

[place]
gp_congestion=0.914
post-dp-hpwl_um=48600
dp_slack_ns=5.98
dp.cells=3498
dpl_cell_area_sq_um=27200
port_buffers=99

[clock_tree]
path_clk_slew_ns=0.07
insertion_delay_ns=0.42
numCtsBuffers=17
postCtsSetupBuffers=0
clockBufferDepth=2
cts_root_buffer=clkbuf_16
cts_hold_buf=0
cts-resized-gates=0
cts_tree=built
cts-htree-levels=4
cts_sinks=167

[synth]
yosys_cells=2640
avgSynthCellArea_sq_um=9.56
edf_count=0
numSynthFlops=167
async_flop_share_pct=100
ys.warnings.count=1
ys_seq_share_pct=16.6
ff_type=dfrtp_1
netlist_instances=2640
ys_chip_area_sq_um=25200
synth_cell_types=59
syn_area_sq_um=25200

[worst_setup_path]
crit_arrival_ns=7.34
cp_max_fo=20
cp.required_ns=13.29
cp_common_cell=fa_1
reg2reg_slack_ns=5.95
reg2reg_depth=24
r2r-end=mantissa_r_s2[43]$_DFF_PN0_
crit_start=mantissa_a_s1[16]$_DFFE_PN0P_
slowest_stage=fa_1
path_class=reg -> reg
crit_end=mantissa_r_s2[43]$_DFF_PN0_
slowest_delay_ns=0.54
worstSetupStartpointType=register
path_cells=buf_4 > and2_1 > fa_1 > fa_1 > inv_1 > fa_1 > inv_1 > fa_1 > inv_1 > fa_1 > inv_1 > fa_1 > inv_1 > fa_1 > inv_1 > ha_1 > a21oi_1 > o21ai_0 > o21ai_0 > o21ai_0 > o211ai_1 > a211oi_1 > o21ai_0 > nor3b_1
crit_path_end_kind=register
worstReg2RegStart=mantissa_a_s1[16]$_DFFE_PN0P_

[global_routing]
grt_use_total_pct=23.0
grt_max_degree=63
grt_pass1_wl_um=107000
grt_pass1_vias=19537
antenna_found_initial=0
grt.overflow.total=0

[die]
die_w_um=253
std_cell_rows=91
coreArea_sq_um=62100
fp_util_pct=40.7
die_area_sq_um=64100
fp.dieH_um=253
top_level_ports=100

[min_path]
hold_class=reg -> reg

==> kinds of logic (layout without fill, tap and decap cells) <==
family,Yosys count,count (layout),share of synthesized area (%)
simple gates,761,761,15.0
buf+inv,724,777,10.8
fa+ha+maj,668,668,47.4
compound gates,195,195,4.98
flops,167,167,16.6
mux,96,96,4.28
xor+xnor,29,29,1.01
==> per-stage QoR <==
| step | utilization (%) |
|---|---|
| floorplan | - |
| global placement | 43.8 |
| detailed placement | 43.8 |
| CTS | 44.8 |
| global route | 44.8 |
| finish | 44.8 |
==> how the worst min path moves through the flow <==
stage	start	endpoint	slack (ns)	cells after the start
after global routing	sign_s2$_DFF_PN0_	sign_s3$_DFF_PN0_	0.37	0
after CTS	sign_s2$_DFF_PN0_	sign_s3$_DFF_PN0_	0.36	0
final	sign_s2$_DFF_PN0_	sign_s3$_DFF_PN0_	0.35	0
==> area by class of cell <==
class | instances | area share (%)
multi-input combinational | 1749 | 66.1
sequential | 167 | 15.0
inverter | 593 | 8.01
timing repair buffer | 152 | 4.99
tap | 837 | 3.77
clock buffer | 19 | 1.56
clock inverter | 13 | 0.567
==> metal layers <==
metal	vias to the layer above	global-route usage, %
met5	-	1.00
met4	4	3.50
met3	75	8.90
met2	588	36.6
met1	9011	31.5
li1	7984	-
==> state kept, by name, summed over array words and instances, names as in the netlist <==
register and count:
counter 3, exp_a_s1 8, exp_b_s1 8, exp_r_s2 8
exp_r_s3 8, mantissa_a_s1 24, mantissa_b_s1 23, mantissa_r_s2 25
mantissa_r_s3 23, ready 1, result 32, sign_a_s1 1
sign_b_s1 1, sign_s2 1, sign_s3 1
==> worst max-delay path, delay by kind of cell (launching register included) <==
kind                       cells  cell delay, ns
buffers and inverters          7            0.65
adders and majority gates      8            3.84
DFF                            1            0.45
and+or+nand+nor                2            0.36
AOI/OAI and AO/OA              7            1.60
==> cell usage after synthesis, types with 3 or more instances <==
cell	number	area [sq um]
a211o_1	3	26.3
a211oi_1	11	82.6
a21o_1	24	180
a21oi_1	58	290
a31oi_1	3	18.8
and2_1	279	1750
and3_1	3	18.8
and4_1	3	26.3
buf_1	4	15.0
buf_2	3	15.0
clkbuf_1	123	462
dfrtp_1	166	4150
fa_1	482	9650
ha_1	186	2330
inv_1	593	2230
mux2_2	95	1070
nand2_1	357	1340
nand3_1	10	50.1
nand4_1	20	125
nor2_1	37	139
nor2b_1	5	31.3
nor3_1	13	65.1
nor3_2	3	30.0
nor3b_1	7	52.6
nor4_1	16	100
o21a_1	6	45.0
o21ai_0	55	275
o21bai_1	9	67.6
o31ai_1	3	22.5
xnor2_1	24	210
xor2_1	5	43.8
